==> flow/design.v <==
package fsm_pkg;
	typedef enum int unsigned {IDLE,
							   START,
                               VIEW,
                               NVIEW,
							   XXX} state_e;
endpackage: fsm_pkg
module blinkgen
(
    input clk,
    input reset,
    output logic blink
);
    logic [23:0] cnt = '0;
    always_ff @(posedge clk, posedge reset)
        if (reset)
            cnt <= '0;
        else
            cnt <= cnt + 1'b1;
    assign blink = cnt[23];
endmodule: blinkgen
module clk_div
(
	input logic clk, reset, enable,
	output logic clk_10ms
);
	localparam T10MS = 19'd499_999;
	logic [18:0] cnt = 19'b0;
	always_ff @(posedge clk, posedge reset)
        if (reset)
            begin
				cnt <= '0;
				clk_10ms <= '0;
			end
        else
            if (enable)
                if (cnt == T10MS)
                    begin
                        cnt <= '0;
                        clk_10ms <= '1;
                    end
                else
                    begin
                        cnt <= cnt + 1'b1;
                        clk_10ms <= '0;
                    end
endmodule: clk_div
module counter
#(
	parameter MAX_VAL = 4'd9
)
(
	input logic inc_cnt,
	input logic reset,
	input logic enable,
	output logic [3:0] cnt,
	output logic cout
);
	always_ff @(posedge inc_cnt, posedge reset)
		if (reset)
			begin
				cnt <= '0;
				cout <= '0;
			end
		else
			if (enable)
				if (cnt == MAX_VAL)
					begin
						cnt <= '0;
						cout <= '1;
					end
				else
					begin
						cnt <= cnt + 1'b1;
						cout <= '0;
					end
endmodule: counter
module counters
(
	input logic clk,
	input logic reset,
	input logic enable,
	output logic [23:0] data
);
	logic cout0, cout1, cout2, cout3, cout4, cout5;
	counter dc0 (.inc_cnt(clk), .reset(reset), .enable(enable), .cnt(data[3:0]), .cout(cout0));
	counter dc1 (.inc_cnt(cout0), .reset(reset), .enable(enable), .cnt(data[7:4]), .cout(cout1));
	counter dc2 (.inc_cnt(cout1), .reset(reset), .enable(enable), .cnt(data[11:8]), .cout(cout2));
	counter #(.MAX_VAL(4'd5)) dc3 (.inc_cnt(cout2), .reset(reset), .enable(enable), .cnt(data[15:12]), .cout(cout3));
    counter dc4 (.inc_cnt(cout3), .reset(reset), .enable(enable), .cnt(data[19:16]), .cout(cout4));
    counter #(.MAX_VAL(4'd5)) dc5 (.inc_cnt(cout4), .reset(reset), .enable(enable), .cnt(data[23:20]), .cout(cout5));
endmodule: counters
module dig2seg
(
	input logic [3:0] dig,
	output logic [6:0] seg
);
	always_comb
		begin
			case (dig)
				4'd0: seg[6:0] = ~7'b0111111;
				4'd1: seg[6:0] = ~7'b0000110;
				4'd2: seg[6:0] = ~7'b1011011;
				4'd3: seg[6:0] = ~7'b1001111;
				4'd4: seg[6:0] = ~7'b1100110;
				4'd5: seg[6:0] = ~7'b1101101;
				4'd6: seg[6:0] = ~7'b1111101;
				4'd7: seg[6:0] = ~7'b0000111;
				4'd8: seg[6:0] = ~7'b1111111;
				4'd9: seg[6:0] = ~7'b1101111;
				default: seg[6:0] = 7'h7F;
			endcase
		end
endmodule: dig2seg
module display
(
	input logic [23:0] data,
	output logic [6:0] hex0,
    output logic [6:0] hex1,
    output logic [6:0] hex2,
    output logic [6:0] hex3,
    output logic [6:0] hex4,
    output logic [6:0] hex5
);
	dig2seg ds1 (.dig(data[3:0]), .seg(hex0));
    dig2seg ds2 (.dig(data[7:4]), .seg(hex1));
    dig2seg ds3 (.dig(data[11:8]), .seg(hex2));
    dig2seg ds4 (.dig(data[15:12]), .seg(hex3));
    dig2seg ds5 (.dig(data[19:16]), .seg(hex4));
    dig2seg ds6 (.dig(data[23:20]), .seg(hex5));
endmodule: display
module fsm
(
    input clk, reset,
    input start,
    input pfinish,
    input stop,
	output logic enable,
    output logic sresult,
    output logic rview,
    output logic [3:0] num,
    output logic [3:0] cnt
);
	import fsm_pkg::*;
	state_e state, next;
    always_ff @(posedge clk, posedge reset)
        if (reset)
            state <= IDLE;
        else
            state <= next;
    always_comb
    begin
        next = XXX;
        case (state)
            IDLE:       if (start)      next = START;
                        else            next = IDLE;
            START:      if ((pfinish && (num == 4'd9)) || stop)
                                        next = VIEW;
                        else            next = START;
            VIEW:       if (pfinish || stop)
                                        next = NVIEW;
                        else            next = VIEW;
            NVIEW:                      next = VIEW;
            default:                    next = XXX;
        endcase
    end
    always_ff @(posedge clk, posedge reset)
        if (reset)
        begin
            enable <= '0;
            sresult <= '0;
            rview <= '0;
            num <= '0;
            cnt <= '0;
        end
        else
        begin
			enable <= '0;
            sresult <= '0;
            rview <= '0;
			case (next)
				IDLE:		if (start)		    enable <= '1;
				START:		if (pfinish && num < 4'd9)
                                            begin
                                                sresult <= '1;
                                                cnt <= num;
								                num <= num + 1'b1;
                                                enable <= '1;
                                            end
                            else                enable <= '1;
                VIEW:       if ((pfinish && num == 4'd9) || stop)
                                            begin
                                                sresult <= '1;
                                                cnt <= num;
                                                num <= num + 1'b1;
                                                rview <= '1;
                                            end
                            else                rview <= '1;
                NVIEW:      if (pfinish)    begin
                                                if (cnt == num - 1'b1)
                                                    cnt <= '0;
                                                else
                                                    cnt <= cnt + 1'b1;
                                                rview <= '1;
                                            end
                            else if (stop)  begin
                                                if (cnt == '0)
                                                    cnt <= num - 1'b1;
                                                else
                                                    cnt <= cnt - 1'b1;
                                                rview <= '1;
                                            end
			endcase
		end
endmodule: fsm
module res_mem
(
    input clk,
    input [3:0] addr,
    input [23:0] wrdata,
    input we,
    output [23:0] rddata
);
    logic [23:0] data [0:9];
    always_ff @(posedge clk)
        if (we)
            data[addr] <= wrdata;
    assign rddata = data[addr];
endmodule: res_mem
module stopwatch
(
    input clk,
    input reset,
    input start,
    input pfinish,
    input stop,
    output [6:0] hex0,
    output [6:0] hex1,
    output [6:0] hex2,
    output [6:0] hex3,
    output [6:0] hex4,
    output [6:0] hex5,
    output [9:0] led
);
    logic enable, sresult, chview, rview;
    logic pfinish_ff, stop_ff, blink;
    logic [3:0] num, cnt;
    logic clk_10ms;
    logic [23:0] data;
    logic [23:0] res_data;
    logic [23:0] disp_data;
    always_ff @(posedge clk)
    begin
        pfinish_ff <= pfinish;
        stop_ff <= stop;
    end
    fsm fsm
    (
        .clk(clk),
        .reset(reset),
        .start(start),
        .pfinish(pfinish & ~pfinish_ff),
        .stop(stop & ~stop_ff),
        .enable(enable),
        .sresult(sresult),
        .rview(rview),
        .num(num),
        .cnt(cnt)
    );
    clk_div cdiv (.clk(clk), .reset(reset), .enable(enable), .clk_10ms(clk_10ms));
    blinkgen bl (.clk(clk), .reset(reset), .blink(blink));
    view_led vl (.num(num), .cnt(cnt), .blink(blink), .rview(rview), .led(led));
    counters c (.clk(clk_10ms), .reset(reset), .enable(enable), .data(data));
    display d (.data(disp_data), .hex0(hex0), .hex1(hex1), .hex2(hex2), .hex3(hex3), .hex4(hex4), .hex5(hex5));
    res_mem rm (.clk(clk), .addr(cnt), .wrdata(data), .we(sresult), .rddata(res_data));
    assign disp_data = rview ? res_data : data;
endmodule: stopwatch
module top(
	input 		          		CLOCK_50,
	output		     [6:0]		HEX0,
	output		     [6:0]		HEX1,
	output		     [6:0]		HEX2,
	output		     [6:0]		HEX3,
	output		     [6:0]		HEX4,
	output		     [6:0]		HEX5,
	input 		     [3:0]		KEY,
	output		     [9:0]		LEDR
);
stopwatch sw
    (
        .clk(CLOCK_50),
        .reset(~KEY[0]),
        .start(~KEY[3]),
        .pfinish(~KEY[2]),
        .stop(~KEY[1]),
        .hex0(HEX0),
        .hex1(HEX1),
        .hex2(HEX2),
        .hex3(HEX3),
        .hex4(HEX4),
        .hex5(HEX5),
        .led(LEDR)
    );
endmodule
module view_led
(
    input [3:0] num, cnt,
    input blink,
    input rview,
    output logic [9:0] led
);
    genvar i;
    generate
        for (i = 0; i < 10; i++)
        begin: ledassign
            assign led[i] = num > i ? (rview && (cnt == i) ? blink : '1) : '0;
        end
    endgenerate
endmodule: view_led
==> flow/constraint.sdc <==
current_design top

set clk_period 6.4
set clk_io_pct 0.2

create_clock -name clk0 -period $clk_period [get_ports {CLOCK_50}]

set non_clock_inputs [all_inputs -no_clocks]
set_input_delay [expr $clk_period * $clk_io_pct] -clock clk0 $non_clock_inputs
set_output_delay [expr $clk_period * $clk_io_pct] -clock clk0 [all_outputs]
==> flow/run.sh <==
#!/bin/bash
# OpenROAD 26Q1-2900-gdf79404cd8, Yosys 0.63+post, stock flow scripts
make -C /OpenROAD-flow-scripts/flow DESIGN_CONFIG=/design/flow/config.mk WORK_HOME=/design/flow/orfs finish
==> flow/config.mk <==
export PLATFORM = sky130hd
export DESIGN_NAME = top
export DESIGN_NICKNAME = top
export VERILOG_FILES = /design/flow/design.v
export SDC_FILE = /design/flow/constraint.sdc
export NUM_CORES = 4
export LEC_CHECK = 1
export CORE_UTILIZATION = 40
export SYNTH_HDL_FRONTEND = slang
==> results_dict.tcl <==
# place-and-route summary
set metrics [dict create \
    worstPathArrival_ns 4.29 \
    dieWidth_um 198 \
    timing_hold_violations_final 0 \
    wl_per_cell_um 18.9 \
    ir_drop_v 0.000244 \
    vias_per_cell 5.24 \
    gp_congestion 0.821 \
    ys_async_sr_fraction_pct 26.7 \
    hold_buffers 0 \
    track_usage_pct 18.5 \
    placed_area_um2 16500 \
    clockBufferDepth 3 \
    synth_cells 1103 \
    ys_cells 1103 \
    antenna_found_initial 0 \
    fin_crit_ns 5.57 \
    synth-edff-count 240 \
    hold_path_class "register to register" \
    synth.area.top_cells "edfxtp_1 47%, dfrtp_1 14%, mux2i_1 5.1%, ha_1 3.6%, mux2_2 2.4%" \
    drt-pass1-iter-count 5 \
    synth-seq-cells 330 \
    p_per_area_nw_per_um2 404 \
    synthDistinctLibCells 61 \
    hold_path_depth 2 \
    worstMarginPinSlew_ns 0.787 \
    path_class "register to output port" \
    antennaDiodeCount 0 \
    synth_top_flop_cell "edfxtp_1" \
    endpoint_kind "output port" \
    hpwl_mm 19.4 \
    fp-row-count 71 \
    first_iter_violations 534 \
    grt_pass1_wl_mm 51.2 \
    die_y_um 198 \
    grtUsageMet1_pct 24.6 \
    fin_skew_ns 0.0136 \
    yosys.area.top_type "edfxtp_1" \
    grt_busiest_layer "met2" \
    drv_cap 0 \
    grt_max_degree 49 \
    grt_pass1_vias 9079 \
    grt_util_met2_pct 28.5 \
    drv_slew 0 \
    top_cell_area_share_pct 47.1 \
    cts_resized 0 \
    overflow 0 \
    io_pins 57 \
    netlist_area_um2 15300 \
    drive_gt1_share_pct 14.1 \
    setup_tns_ns 0 \
    syn2layout_area_growth_pct 14.4 \
    drt_wl_total_mm 32.3 \
    use_met3_pct 9.39 \
    finalSetupViolCount 0 \
    path_max_fanout 28 \
    yosys_area_um2 15300 \
    cts.root.buffer_cell "clkbuf_16" \
    vias 8981 \
    path_clk_slew_ns 0.06 \
    drc 0 \
    port-buffer-count 56 \
    ant_nets 0 \
    r2r_setup_slack_ns 2.88 \
    start_kind "register" \
    finalCritPeriodShare_pct 87.0 \
    top_cells_by_count "240 x edfxtp_1, 87 x dfrtp_1, 78 x mux2i_1" \
    initCoreUtil_pct 40.6 \
    reg2reg_depth 11 \
    dpl_worst_slack_ns 1.41 \
    finish.utilization_pct 46.5 \
    cp.required_ns 5.12 \
    clock.latency.late_pin_ns 0.57 \
    yosys.cell_count.top_type "edfxtp_1" \
    status "finished clean" \
    dieArea_um2 39100 \
    tritoncts "done" \
    slew_headroom_pct 46.2 \
    holdWs_ns 0.449 \
    fp.coreArea_um2 37700 \
    setup_slack_ns 0.833 \
    htree_levels 1 \
    stdcell_area_um2 17500 \
    ys_seq_share_pct 61.7 \
    yosysWarnings 0 \
    numCtsBuffers 31 \
    cts_setup_buffers 0 \
    untimed_endpoints 269 \
    rsz0062_at_grt "no" \
    avgSynthCellArea_um2 13.9 \
    warnings 58 \
    unclocked_regs 29 \
    fmax_ghz 0.180 \
    p_leak_nw 6.59 \
]
-- worst max-delay path, cell delays in order, from the launching register on --
cell and delay [ns]:
dfrtp_4 0.72, buf_4 0.40, mux4_2 0.29, nor2_1 0.04
a2111oi_0 0.69, a221oi_1 0.14, buf_4 0.22, inv_1 0.08
ha_1 0.16, inv_1 0.04, mux2_1 0.29, a21oi_1 0.15
clkdlybuf4s50_1 0.47
-- report_power, final --
part           internal (mW)  leakage (nW)  total [mW]  switching [mW]
combinational           1.46          2.77        2.85            1.39
clock                   1.05         0.505        1.79           0.745
sequential              2.23          3.32        2.44           0.202
-- layout by cell type (no fill, tap or decap), types with 8 or more instances in the layout --
cell type	instances
mux2i_1	78
nor2_1	64
xnor2_1	38
mux2_2	32
nor2_2	11
edfxtp_1	240
nor3_1	21
a21o_1	10
inv_1	59
nand4_1	12
nor2b_1	20
clkinv_2	8
dfrtp_1	86
a22oi_1	24
mux4_1	9
nand3_1	31
buf_4	34
o21ai_0	22
ha_1	44
mux4_2	11
a21oi_1	44
xor2_1	21
clkbuf_16	32
nand2_1	62
clkdlybuf4s50_1	55
-- state kept, by name, indices dropped and copies added (netlist names), 4 cells and up --
signal / flops
sw.bl.cnt: 24
sw.c.dc0.cnt: 4
sw.c.dc1.cnt: 4
sw.c.dc2.cnt: 4
sw.c.dc3.cnt: 4
sw.c.dc4.cnt: 4
sw.c.dc5.cnt: 4
sw.cdiv.cnt: 19
sw.fsm.cnt: 4
sw.fsm.num: 4
sw.fsm.state: 4
sw.rm.data: 240
-- worst paths after layout --
check                                start               to
hold / removal             sw.fsm.state[0]  sw.fsm.state[0]
setup / recovery             sw.fsm.cnt[0]          HEX0[6]
setup reg to reg             sw.fsm.num[1]    sw.fsm.cnt[0]
min in group asynchronous           KEY[0]  sw.cdiv.cnt[11]
max in group asynchronous           KEY[0]    sw.fsm.cnt[0]
hold reg to reg            sw.fsm.state[0]  sw.fsm.state[0]
-- layer usage --
metal  up-vias  wire length (µm)
met5         -                 0
met4         0               862
met1      4324             12800
li1       4281                 -
met3        50              3480
met2       326             15200
-- cell type report --
class / count / area (µm²)
sequential: 330 / 9450
clock buffer: 36 / 826
clock inverter: 22 / 208
timing repair buffer: 89 / 806
fill: 3326 / 20200
tap: 511 / 639
multi-input combinational: 665 / 5350
inverter: 61 / 229
-- per-stage QoR --
stage          instances  power (mW)
2_1_floorplan       1103        4.27
3_3_place_gp        1656        5.34
5_1_grt             1714        7.56
6_report            1714        7.08
3_5_place_dp        1656        5.36
4_1_cts             1714        7.17
-- cell families after synthesis --
family                   count (synthesis)  synth area share, %
flip-flops                             330                 61.7
AND/OR/NAND/NOR                        256                 8.12
AND-OR/OR-AND                          169                 8.47
multiplexers                           136                 11.1
buffers and inverters                  108                 3.51
XOR/XNOR                                60                 3.52
adder cells (fa/ha/maj)                 44                 3.60
Power and IR drop assume default switching activity.
